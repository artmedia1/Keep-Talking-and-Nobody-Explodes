<file path="/design/flow/run.sh">
#!/bin/bash
# OpenROAD 26Q1-2900-gdf79404cd8, Yosys 0.63+post, stock flow scripts
make -C /OpenROAD-flow-scripts/flow DESIGN_CONFIG=/design/flow/config.mk WORK_HOME=/design/flow/orfs finish
</file>
<file path="/design/flow/config.mk">
export PLATFORM = sky130hd
export DESIGN_NAME = EECS3216_Project
export DESIGN_NICKNAME = EECS3216_Project
export VERILOG_FILES = /design/flow/design.v
export SDC_FILE = /design/flow/constraint.sdc
export NUM_CORES = 4
export LEC_CHECK = 1
export CORE_UTILIZATION = 50
</file>
<file path="/design/flow/constraint.sdc">
current_design EECS3216_Project

set clk_period 17.1
set clk_io_pct 0.2

create_clock -name clk0 -period $clk_period [get_ports {MAX10_CLK1_50}]

set non_clock_inputs [all_inputs -no_clocks]
set_input_delay [expr $clk_period * $clk_io_pct] -clock clk0 $non_clock_inputs
set_output_delay [expr $clk_period * $clk_io_pct] -clock clk0 [all_outputs]
</file>
<file path="/design/flow/design.v">
module EECS3216_Project(input MAX10_CLK1_50, input KEY1, output [9:0] LEDR, 
								output [6:0] HEX0, HEX1, HEX2, HEX3, 
								output	rdyLight, speedOneLight, speedTwoLight, speedThreeLight);
enum {rdy, win, lose, speed_one, speed_two, speed_three} State, NextState;
reg [31:0] counter;
reg [31:0] D = 32'd50000000;
integer lightPattern = 0;
integer gameSpeed = 1;
reg pressed = 0;
reg toggle = 1;
reg blink = 1;
	initial begin
		State = rdy;
		NextState = rdy;
		HEX3 <= 7'b1111111;
		HEX2 <= 7'b1111111;
		HEX1 <= 7'b1111111;
		HEX0 <= 7'b1111111;
	end
	always_ff@(posedge MAX10_CLK1_50)begin
		State <= NextState;
		pressed <= 0;
		if(KEY1)
			toggle <= 1;
		if(!KEY1 && toggle == 1)begin 
			toggle <= 0;
			if(lightPattern != 4) begin 
				gameSpeed <= 0;			 
			end
			else begin
				lightPattern <= 0;
				if(State != speed_three)
					blink = 1;
				gameSpeed <= gameSpeed + 1;
			end	
		end	
		if(State == rdy) begin
			rdyLight <= 0;
			speedOneLight <= 1;
			speedTwoLight <= 1;
			speedThreeLight <= 1;
			D = 32'd25000000;
	   end
		else if(State == speed_one) begin
			rdyLight <= 1;
			speedOneLight <= 0;
			speedTwoLight <= 1;
			speedThreeLight <= 1;
			D = 32'd50000000;
	   end
		else if(State == speed_two) begin
			rdyLight <= 1;
			speedOneLight <= 1;
			speedTwoLight <= 0;
			speedThreeLight <= 1;
			D = 32'd25000000;
	   end
		else if(State == speed_three) begin
			rdyLight <= 1;
			speedOneLight <= 1;
			speedTwoLight <= 1;
			speedThreeLight <= 0;
			D = 32'd12500000;
	   end
		else if (State == lose) begin  
			HEX3 <= 7'b1000111;
			HEX2 <= 7'b1000000;
			HEX1 <= 7'b0010010;
			HEX0 <= 7'b0000110;	
		end
		else if (State == win) begin  
			HEX2 <= 7'b0010001;
			HEX1 <= 7'b0001000;
			HEX0 <= 7'b0010001;	
		end		
		counter++;
		if(counter >= (D - 1))begin
			counter <= 0;
			if(State == rdy && blink == 1) begin	
				if(lightPattern < 8) begin		 
					LEDR[5] <= ~LEDR[5];
					lightPattern <= lightPattern + 1;
				end
				else begin
					blink <= 0;
					LEDR[5] <= 0;
					lightPattern <= 9;
				end
			end
			else if (State != lose && State != win) begin  
				if (lightPattern == 9) begin
					LEDR[0] <= 0;
					LEDR[9] <= 1;
					lightPattern <= 8;
					end
				else if(lightPattern < 9 && lightPattern > 4) begin
					LEDR[lightPattern + 1] <= 0;
					LEDR[lightPattern] <= 1;
					lightPattern <= lightPattern - 1;
					end
				else if (lightPattern == 4)begin
					LEDR[lightPattern + 1] <= 0;
					LEDR[4] <= 1;
					lightPattern <= lightPattern - 1;
					end
				else if (lightPattern < 4 && lightPattern > 0)begin
					LEDR[lightPattern + 1] <= 0;
					LEDR[lightPattern] <= 1;
					lightPattern <= lightPattern - 1;
					end
				else begin
					LEDR[0] <= 1;
					LEDR[1] <= 0;
					lightPattern <= 9;
					end		
			end
		end
	end
	always @(gameSpeed or blink)begin  
		case (State)
			rdy: begin
					if(blink)
						NextState <= rdy;
					else
						if(gameSpeed == 1)
							NextState <= speed_one;
						else if(gameSpeed == 2)
							NextState <= speed_two;
						else if(gameSpeed == 3)
							NextState <= speed_three;
					end
			speed_one:
					if(gameSpeed == 0)
						NextState <= lose;
					else if(gameSpeed == 2)
						NextState <= rdy;
					else
						NextState <= speed_one;
			speed_two:
					if(gameSpeed == 0)
						NextState <= lose;
					else if (gameSpeed == 3)
						NextState <= rdy;
					else
						NextState <= speed_two;
			speed_three:
					if(gameSpeed == 0)
						NextState <= lose;
					else if (gameSpeed == 4)
						NextState <= win;	
					else NextState <= speed_three;
		endcase
	end
endmodule 	
</file>
==> impl_table.tex <==
% Table of physical implementation metrics
\begin{tabular}{lr}
\hline
Metric & Value \\
\hline
\multicolumn{2}{l}{\textbf{Logic synthesis}} \\
\quad Cell type with the largest total area & dfxtp\_1 \\
\quad List of most frequent post-synthesis cells & 138 x nor2\_1, 136 x nand2\_1, 105 x dfxtp\_1, 84 x xnor2\_1, 77 x nand3\_1 \\
\quad Mapped Avg Cell Area & 7.95 um\^{}2 \\
\quad Fraction of the mapped netlist area in compound gates & 17.6\% \\
\quad Post-synthesis instance total & 1,513 \\
\quad Commonest register cell after synthesis & dfxtp\_1 \\
\quad Most frequently used cell type in the post-synthesis netlist & nor2\_1 \\
\quad Netlist area before placement & about 0.012 mm\^{}2 \\
\quad Post-Synth Adder-Cell Area & 4.47\% \\
\quad Proportion of register bits with asynchronous set or reset after synthesis & 0\% \\
\quad Cells taking the most area after synthesis & dfxtp\_1 17\%, edfxtp\_1 11\%, xnor2\_1 6.1\% \\
\quad Mux cell area share & 0.593\% \\
\quad Unique masters post-synth & 92 \\
\quad Count of warnings emitted by yosys & 40 \\
\quad Synthesized flop and latch total & 154 \\
\quad Xor+xnor area frac & a little over a tenth \\
\quad Post-synth tally of flip-flops with integrated enable & 46 \\
\quad Share of Yosys cell area claimed by the top area cell type & between 15 and 20\% \\
\quad Count of instantiated cells in the yosys netlist & about 1,500 \\
\quad Yosys synthesis chip area & roughly 0.012 mm\^{}2 \\
\quad Simple-gate share of the synthesized area & 31.3\% \\
\quad Main combinational cell family by area after synthesis & simple AND/OR/NAND/NOR gates \\
\multicolumn{2}{l}{\textbf{Setup path}} \\
\quad Critical path start-end classification & register to register \\
\quad Worst endpoint required time & 17.23 ns \\
\quad CP max FO & 21 \\
\quad CP startpoint & State[0] \\
\quad Critical path endpoint category & register \\
\quad Data arrival at the endpoint of the critical path & 6.51 ns \\
\quad Crit start category & register \\
\quad Crit-path max cell delay & $\sim$0.5 ns \\
\quad WP buf/inv & 2 \\
\quad Slowest-stage cell, CP & dfxtp\_1 \\
\quad Slack of the worst reg-to-reg path & 10.72 ns \\
\quad Worst reg2reg startpoint & State[0] \\
\quad Family with the most delay on the worst path & simple AND/OR/NAND/NOR gates \\
\multicolumn{2}{l}{\textbf{Timing}} \\
\quad Rel. slew slack & 40.6\% \\
\quad Number of unconstrained endpoints & 6 \\
\quad Fin crit share & 37.3\% \\
\quad Clock Skews & 0.0142 ns \\
\quad Number of register pins that no clock reaches & 3 \\
\quad Highest clock rate & 0.157 GHz \\
\quad Number of max-slew violations in the final report & 0 \\
\quad Smallest hold slack & 0.463 ns \\
\quad Fin. Hold Viols & 0 \\
\quad Final tally of setup violations & 0 \\
\quad Pin slew with the least headroom to its limit & around 0.88 ns \\
\quad Setup repair after global routing missed its margin & no \\
\quad Total negative slack & 0 ns \\
\quad Tmin final & 6.38 ns \\
\multicolumn{2}{l}{\textbf{Floorplanning}} \\
\quad Height of the die & 157 um \\
\quad Top-level port count & approximately 44 \\
\quad Area enclosed by the die boundary & 0.0247 mm\^{}2 \\
\quad FP Core Util & 51.1\% \\
\quad Width of the chip & about 160 um \\
\quad Core footprint & 0.0235 mm\^{}2 \\
\quad FP Rows & 56 \\
\multicolumn{2}{l}{\textbf{Clock network}} \\
\quad Post-cts hold buffer count & 0 \\
\quad Reg clk slew, reported paths & 0.07 ns \\
\quad Clk Tree Root Cell & clkbuf\_16 \\
\quad \# H-tree levels & 4 \\
\quad Latency at later pin & 0.43 ns \\
\quad TritonCTS buffer count & 17 \\
\quad Clock tree from TritonCTS & yes \\
\quad Clk buf depth & 2 \\
\quad Post-cts resize count & 0 \\
\quad Number of setup buffers added after CTS & 0 \\
\multicolumn{2}{l}{\textbf{Drt}} \\
\quad Wire length reported by the detailed router & 34.5 mm \\
\quad Starting DRT DRC Count & 923 \\
\quad Antenna diode count & 0 \\
\quad DRC violation count after routing & 0 \\
\quad WL per Instance & 19.0 um \\
\quad Vias per std cell & 6.06 \\
\quad First-pass iteration count of the detailed router & 5 \\
\quad Total via count after detailed routing & between 10,000 and 15,000 \\
\quad Number of routed nets with antenna violations & 0 \\
\multicolumn{2}{l}{\textbf{Global route}} \\
\quad Number of global-route vias before repair & 10,200 \\
\quad Final global-route overflow total & 0 \\
\quad Global-route wire length before repair & 54.9 mm \\
\quad Maximum number of pins on one net before global-route repair & 43 \\
\quad Number of antenna violations at the first check in global routing & 1 \\
\quad Overall global routing resource usage & roughly 30\% \\
\multicolumn{2}{l}{\textbf{Pwr}} \\
\quad Worst VDD drop & about 0.000064 V \\
\quad Sw power & $\sim$0.17 mW \\
\quad Sequential cell fraction of total power & 48.0\% \\
\quad Total power divided by cell area & 58.6 mW/mm\^{}2 \\
\quad Part of the total power dissipated in combinational logic & 0.6\% \\
\quad Leakage & around 5.0 nW \\
\quad Final total power & between 0.7 and 0.8 mW \\
\quad Cell Int Power & 0.593 mW \\
\quad Portion of total power attributed to the clock network & 51.3\% \\
\quad Sw frac & 22.7\% \\
\multicolumn{2}{l}{\textbf{Job}} \\
\quad Number of maximum-capacitance constraint violations & 0 \\
\quad Tool warning count & 31 \\
\multicolumn{2}{l}{\textbf{Finish}} \\
\quad Share of cells above drive strength 1 & 6.60\% \\
\quad Area growth, synth to finish & 8.77\% \\
\quad Count of non-filler cells in the finished layout & approximately 1,800 \\
\multicolumn{2}{l}{\textbf{Placement}} \\
\quad Weighted congestion reported at the end of routability-driven placement & between 0.9 and 1 \\
\quad Placed wire-length estimate after detailed placement & 24.9 mm \\
\quad Number of instances in the placed design & 1,787 \\
\quad Port-buffer cells & 39 \\
\multicolumn{2}{l}{\textbf{Min path}} \\
\quad Worst min-delay path class & register to register \\
\quad Hold wc startpoint & speedOneLight \\
\multicolumn{2}{l}{\textbf{Outcome}} \\
\quad Run status & finished clean \\
\hline
\end{tabular}
-- cell type report --
class / count / area, um^2
fill: 2217 / 10500
multi-input combinational: 1214 / 7840
sequential: 154 / 3530
timing repair buffer: 64 / 578
clock buffer: 17 / 425
tap: 319 / 399
clock inverter: 15 / 183
inverter: 36 / 135
-- per-stage QoR --
stage / setup WS (ns) / instance area [um^2] / utilization, %
after floorplan: 11.25 / 12000 / -
after global placement: 10.81 / 12500 / 53.0
after detailed placement: 10.71 / 12500 / 53.0
after CTS: 10.75 / 13100 / 55.6
after global routing: 10.02 / 13100 / 55.6
final: 10.72 / 13100 / 55.6
-- worst reg2reg max path, stage by stage, from the launching register on --
cell,delay (ns)
dfxtp_1,0.50
nor2b_1,0.37
xor2_1,0.11
buf_4,0.22
nand2_1,0.14
ha_1,0.21
o21ai_0,0.17
nor4_1,0.47
and2_1,0.26
nand3_1,0.12
nor4_1,0.32
nor3b_1,0.41
and3_1,0.27
and4_1,0.24
nor2_1,0.06
ha_1,0.29
a21o_1,0.17
a21o_1,0.17
a21oi_1,0.14
nor2b_1,0.06
o21ai_0,0.14
nand2b_1,0.07
a21oi_1,0.30
o21ai_2,0.10
nand2_1,0.49
inv_1,0.29
-- power by group through the flow --
stage	clock network [mW]	logic [mW]	registers, mW
finish	0.393	0.00495	0.368
CTS	0.401	0.00502	0.368
global route	0.414	0.00549	0.368
-- cells in the final DEF, fill, tap and decap left out, types with 6 or more instances in the layout --
| cell | synthesis | final |
|---|---|---|
| nand2_1 | 136 | 136 |
| nor2b_1 | 14 | 13 |
| and2_1 | 55 | 55 |
| inv_1 | 35 | 35 |
| o21a_1 | 11 | 11 |
| buf_4 | 28 | 25 |
| or3_1 | 24 | 24 |
| or2_2 | 11 | 11 |
| a21oi_1 | 57 | 57 |
| clkbuf_16 | 0 | 17 |
| a31oi_1 | 13 | 13 |
| o211ai_1 | 7 | 7 |
| clkdlybuf4s50_1 | 0 | 39 |
| nor3b_1 | 9 | 9 |
| nor4_1 | 41 | 40 |
| xnor2_1 | 84 | 84 |
| o31ai_1 | 8 | 8 |
| xor2_1 | 64 | 64 |
| mux2i_1 | 6 | 6 |
| conb_1 | 2 | 6 |
| nand2b_1 | 16 | 16 |
| nor2_1 | 138 | 138 |
| and4_1 | 15 | 15 |
| a21o_1 | 24 | 24 |
| dfxtp_1 | 105 | 105 |
| or4_1 | 15 | 15 |
| edfxtp_1 | 46 | 46 |
| nand3_1 | 77 | 77 |
| nor3_1 | 48 | 48 |
| o221ai_1 | 12 | 12 |
| ha_1 | 43 | 43 |
| o22ai_1 | 14 | 14 |
| and3_1 | 24 | 24 |
| nand4_1 | 48 | 48 |
| o31a_1 | 9 | 9 |
| o21ai_0 | 68 | 67 |
-- cell families after synthesis --
logic type	count (synthesis)
flops	151
fa+ha+maj	43
buf+inv	149
latches	3
mux	7
compound gates	305
xor+xnor	149
simple gates	704
other cells	2
-- registers in the layout, summed over array words and instances (netlist names), 2 cells and up --
register      cells
gameSpeed        32
lightPattern     32
LEDR             10
D                32
NextState         3
State             3
HEX0              2
counter          32
-- worst paths after layout --
path / to / cells past startpoint
max: LEDR[8] / 25
min: speedOneLight / 1
max reg2reg: LEDR[8] / 25
min reg2reg: speedOneLight / 1
-- per-layer routing --
layer  GRT usage [%]  vias up  routed length [um]  part of all wire [%]
met4            12.2        2                1620                   4.7
met2            47.0      349               16000                    46
met1            41.6     5131               15100                    44
li1                -     5471                   -                     -
met3            4.01       72                1780                   5.2
met5               0        -                   8                 0.023
No activity file was given, so power comes from the tool's default toggle rates.
